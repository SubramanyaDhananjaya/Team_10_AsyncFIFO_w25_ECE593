==> run.sh <==
#!/bin/bash
# OpenROAD 26Q1-2900-gdf79404cd8, Yosys 0.63+post, stock flow scripts
make -C /OpenROAD-flow-scripts/flow DESIGN_CONFIG=/design/flow/config.mk WORK_HOME=/design/flow/orfs finish
==> constraint.sdc <==
current_design asynchronous_fifo

set clk_period 10.3
set clk_io_pct 0.2

create_clock -name clk0 -period $clk_period [get_ports {rclk}]
create_clock -name clk1 -period $clk_period [get_ports {wclk}]

set non_clock_inputs [all_inputs -no_clocks]
set_input_delay [expr $clk_period * $clk_io_pct] -clock clk0 $non_clock_inputs
set_output_delay [expr $clk_period * $clk_io_pct] -clock clk0 [all_outputs]
==> config.mk <==
export PLATFORM = sky130hd
export DESIGN_NAME = asynchronous_fifo
export DESIGN_NICKNAME = asynchronous_fifo
export VERILOG_FILES = /design/flow/design.v
export SDC_FILE = /design/flow/constraint.sdc
export NUM_CORES = 4
export LEC_CHECK = 1
export CORE_UTILIZATION = 40
==> design.v <==
module asynchronous_fifo #(
    parameter DATA_SIZE = 8,
    parameter ADDR_SIZE = 6
) (
    input  logic winc, wclk, wrst,
    input  logic rinc, rclk, rrst,
    input  logic [DATA_SIZE-1:0] wData,
    output logic [DATA_SIZE-1:0] rData,
    output logic wFull, rEmpty, wHalfFull, rHalfEmpty
);
    logic [ADDR_SIZE-1:0] waddr, raddr;    
    logic [ADDR_SIZE:0] g_wptr, g_rptr;  
    logic [ADDR_SIZE:0] g_wptr_sync, g_rptr_sync;  
    logic [ADDR_SIZE:0] wptr, rptr;       
    logic [ADDR_SIZE:0] wptr_s, rptr_s;  
    fifo_mem #(DATA_SIZE, ADDR_SIZE) fifo_mem_inst (.wclk(wclk), .w_en(winc), .rclk(rclk), .r_en(rinc), .b_wptr(wptr), .b_rptr(rptr), .data_in(wData), .full(wFull), .empty(rEmpty), .data_out(rData));
    synchronizer #(ADDR_SIZE) synchronizer_r2w_inst (.clk(rclk), .rst_n(rrst), .d_in(g_rptr), .d_out(g_rptr_sync));
    synchronizer #(ADDR_SIZE) synchronizer_w2r_inst (.clk(wclk), .rst_n(wrst), .d_in(g_wptr), .d_out(g_wptr_sync));
    rptr_handler #(ADDR_SIZE) rptr_handler_inst (.rclk(rclk), .rrst_n(rrst), .r_en(rinc), .g_wptr_sync(g_wptr_sync), .b_rptr(rptr), .g_rptr(g_rptr), .empty(rEmpty), .half_empty(rHalfEmpty));
    wptr_handler #(ADDR_SIZE) wptr_handler_inst (.wclk(wclk), .wrst_n(wrst), .w_en(winc), .g_rptr_sync(g_rptr_sync), .b_wptr(wptr), .g_wptr(g_wptr), .full(wFull), .half_full(wHalfFull));
endmodule
module fifo_mem #(
    parameter DATA_SIZE=8,
    parameter ADDR_SIZE=6
  ) (
    input wclk, w_en, rclk, r_en,
    input [ADDR_SIZE:0] b_wptr, b_rptr,
    input [DATA_SIZE-1:0] data_in,
    input full, empty,
    output reg [DATA_SIZE-1:0] data_out
);
    localparam DEPTH = 1<<ADDR_SIZE;
    reg [DATA_SIZE-1:0] fifo[0:DEPTH-1];
    always_ff @(posedge wclk) begin
      if(w_en & !full) begin
        fifo[b_wptr[ADDR_SIZE-1:0]] <= data_in;
      end
    end
    always_ff @(posedge rclk) begin
      if(r_en & !empty) begin
        data_out <= fifo[b_rptr[ADDR_SIZE-1:0]];
      end
    end
endmodule
module synchronizer #(
    parameter ADDR_SIZE = 6
) (
    input clk, rst_n,
    input [ADDR_SIZE:0] d_in,
    output reg [ADDR_SIZE:0] d_out
);
    reg [ADDR_SIZE:0] q1;
    always@(posedge clk) begin
      if(!rst_n) begin
        q1 <= '0;
        d_out <= '0;
      end
      else begin
        q1 <= d_in;
        d_out <= q1;
      end
    end
endmodule
module rptr_handler #(
    parameter PTR_WIDTH=6
  ) (
    input rclk, rrst_n, r_en,
    input [PTR_WIDTH:0] g_wptr_sync,
    output reg [PTR_WIDTH:0] b_rptr, g_rptr,
    output reg empty,
    output reg half_empty
);
    reg [PTR_WIDTH:0] b_rptr_next;
    reg [PTR_WIDTH:0] g_rptr_next;
    wire rempty, rhalf_empty;
    wire [PTR_WIDTH:0] b_wptr_sync;
    wire [PTR_WIDTH:0] rptr_diff;
    localparam DEPTH = 1 << PTR_WIDTH;
    assign b_rptr_next = b_rptr + (r_en & !empty);
    assign g_rptr_next = (b_rptr_next >>1) ^ b_rptr_next;
    generate
        genvar i;
        assign b_wptr_sync[PTR_WIDTH] = g_wptr_sync[PTR_WIDTH];
        for (i = PTR_WIDTH-1; i >= 0; i = i - 1) begin : gen_binary_conversion
            assign b_wptr_sync[i] = b_wptr_sync[i+1] ^ g_wptr_sync[i];
        end
    endgenerate
    assign rptr_diff  = b_wptr_sync - b_rptr;
    assign rhalf_empty = (rptr_diff <= (DEPTH >> 1));
    assign rempty = (g_wptr_sync == g_rptr_next);
    always_ff @(posedge rclk or negedge rrst_n) begin
      if(!rrst_n) begin
        b_rptr <= '0;
        g_rptr <= '0;
      end
      else begin
        b_rptr <= b_rptr_next;
        g_rptr <= g_rptr_next;
      end
    end
    always_ff @(posedge rclk or negedge rrst_n) begin
        if (!rrst_n) half_empty <= '1;
        else half_empty <= rhalf_empty;
    end
    always_ff @(posedge rclk or negedge rrst_n) begin
      if(!rrst_n) empty <= '1;
      else        empty <= rempty;
    end
endmodule
module wptr_handler #(
    parameter PTR_WIDTH=6
  ) (
    input wclk, wrst_n, w_en,
    input [PTR_WIDTH:0] g_rptr_sync,
    output reg [PTR_WIDTH:0] b_wptr, g_wptr,
    output reg full,
    output reg half_full
);
    reg [PTR_WIDTH:0] b_wptr_next;
    reg [PTR_WIDTH:0] g_wptr_next;
    wire wfull, whalf_full;
    wire [PTR_WIDTH:0] b_rptr_sync;
    wire [PTR_WIDTH:0] wptr_diff;
    localparam DEPTH = 1 << PTR_WIDTH;
    assign b_wptr_next = b_wptr + (w_en & !full);
    assign g_wptr_next = (b_wptr_next >>1) ^ b_wptr_next;
    generate
        genvar i;
        assign b_rptr_sync[PTR_WIDTH] = g_rptr_sync[PTR_WIDTH];
        for (i = PTR_WIDTH-1; i >= 0; i = i - 1) begin : gen_binary_conversion
            assign b_rptr_sync[i] = b_rptr_sync[i+1] ^ g_rptr_sync[i];
        end
    endgenerate
    assign wptr_diff  = b_wptr - b_rptr_sync;
    assign whalf_full = (wptr_diff >= (DEPTH >> 1));
    assign wfull = (g_wptr_next == {~g_rptr_sync[PTR_WIDTH:PTR_WIDTH-1], g_rptr_sync[PTR_WIDTH-2:0]});
    always_ff @(posedge wclk or negedge wrst_n) begin
      if(!wrst_n) begin
        b_wptr <= '0;
        g_wptr <= '0;
      end
      else begin
        b_wptr <= b_wptr_next;  
        g_wptr <= g_wptr_next;  
      end
    end
    always_ff @(posedge wclk or negedge wrst_n) begin
        if (!wrst_n) half_full <= '0;
        else half_full <= whalf_full;
    end
    always_ff @(posedge wclk or negedge wrst_n) begin
      if(!wrst_n) full <= '0;
      else        full <= wfull;
    end
endmodule
==> results.toml <==
# flow metrics
[pwr]
intPower_mw = 4.84
clkPwrFrac = 0.303
p_comb_frac = 0.286
p_leak_nw = 8.39
netSwitchingPower_mw = 2.21
vdd_ir_drop_max_mv = 0.179
p_per_area_mw_per_mm2 = 274
seq_power_share = 0.411
p_sw_frac = 0.314

[drt]
drt-wirelength-per-cell_um = 24.0
drt_iter0_drc = 599
vias = 11100
drtAntennaViolNets = 0
wirelength_um = 49700
viasPerCell = 5.33
dr.pass1.iters = 4
drt_drc_violations_left = 0
n_antenna_cell = 0

[clock_tree]
cts_resized = 0
clkSlewWorstSetupHoldPaths_ns = 0.07
hold_buffers = 0
cts_sinks = 578
postCtsSetupBuffers = 0
cts_tree = "yes"

[grt]
antenna_found_initial = 0
overflow = 0
grt_max_degree = 65
grt_pass1_wl_um = 76000
grt_pass1_vias = 12400
grt_use_total = 0.197

[cells_and_area]
mostFrequentLayoutCell = "edfxtp_1"
num-fill-cells = 4700
synthToLayoutAreaGrowth_pct = 13.0
layout.cells.non_filler = 2072
final_layout_top_logic_cells = "edfxtp_1 (520), mux4_2 (96), nor2_1 (68)"
drive_gt1_frac = 0.182

[placed_design]
dp.cells = 1962
gp_congestion = 0.862
port_buffers = 24
hpwl_um = 30700

[final_timing]
tightest_slew_ns = 0.954
hold_viol = 0
slew_violations = 0
slew_headroom = 0.362
rsz0062_at_grt = "false"
tns_ns = 0
finalClockSkew_ns = 0.0121
setup_viol = 0
whs_ns = 0.338

[synth]
synth_cells = 1213
syn_area_mm2 = 0.0228
synth-seq-cells = 578
synth_area_leader_cell = "edfxtp_1"
area_leaders = "edfxtp_1 (69%), mux4_2 (9.5%), dfrtp_1 (3.1%), mux2i_1 (2.8%), dfxtp_1 (2.5%)"
postSynthSeqShare = 0.744
ys_cells = 1213
ff_type = "edfxtp_1"
synth_area_per_cell_um2 = 18.8
edf_count = 520
async_flop_share = 0.0519
netlist.area_leader.share = 0.686
ys_area_mm2 = 0.0228
ys_warn_count = 8
synth_cell_types = 48

[worst_setup_path]
critical_path.startpoint_type = "input pin"
slowest_delay_ns = 0.89
arrival_ns = 4.92
crit_start = "winc"
r2r_cells = 8
endpoint_kind = "flop"
rrSetupSlack_ns = 6.60
path_max_fanout = 11
r2r-end = "fifo_mem_inst.data_out[6]$_DFFE_PP_"
path_delay_family = "simple AND/OR/NAND/NOR gates"
cpMaxStageDelayCell = "nand4_1"
path_buffers = 1
r2r_start = "rptr_handler_inst.b_rptr[1]$_DFF_PN0_"
crit_path_cell_trace = "clkdlybuf4s50_1 -> nor2b_1 -> nand4_1 -> nor2_1"
worstSetupPathType = "input pin to flop"
cp_num_cells = 4
cp.required_ns = 10.53

[die]
rows = 87
die_h_um = 241
top_level_ports = 26
chip_area_mm2 = 0.0579
die_w_um = 241
core_mm2 = 0.0563
fp_util = 0.404

[job]
warning_count = 27
maxCapViolCount = 0

[min_path]
worst_hold_startpoint = "synchronizer_r2w_inst.d_out[2]$_SDFF_PN0_"
hold_path_class = "flop to flop"
holdPathStages = 2
worstHoldEndpoint = "wptr_handler_inst.full$_DFF_PN0_"

[outcome]
status = "finished clean"
state kept, by name, indices dropped and copies added (netlist names):
| register | flops |
|---|---|
| wptr_handler_inst.half_full | 1 |
| synchronizer_r2w_inst.q1 | 7 |
| fifo_mem_inst.data_out | 8 |
| synchronizer_w2r_inst.q1 | 7 |
| rptr_handler_inst.empty | 1 |
| rptr_handler_inst.b_rptr | 6 |
| fifo_mem_inst.fifo | 512 |
| synchronizer_w2r_inst.d_out | 7 |
| rptr_handler_inst.half_empty | 1 |
| rptr_handler_inst.g_rptr | 7 |
| wptr_handler_inst.b_wptr | 6 |
| wptr_handler_inst.full | 1 |
| wptr_handler_inst.g_wptr | 7 |
| synchronizer_r2w_inst.d_out | 7 |
per-stage QoR:
stage	worst slack [ns]	util	instance area, um^2	power, mW
2_1_floorplan	6.01	-	22800	4.36
6_report	5.61	0.457	25700	7.05
4_1_cts	5.70	0.457	25700	7.12
3_5_place_dp	5.06	0.422	23800	4.97
5_1_grt	5.53	0.457	25700	7.39
3_3_place_gp	5.16	0.422	23800	4.96
logic make-up (layout without fill, tap and decap cells):
kind of cell / after synthesis / in the layout / synth area share
XOR/XNOR: 51 / 51 / 0.0219
adder cells (fa/ha/maj): 16 / 16 / 0.00879
AND-OR/OR-AND: 119 / 119 / 0.0383
multiplexers: 161 / 161 / 0.124
AND/OR/NAND/NOR: 212 / 212 / 0.0453
flip-flops: 578 / 578 / 0.744
buffers and inverters: 76 / 179 / 0.0184
worst min-delay path: cells and delay by family (launching register included):
kind          cells  cell delay, ns
flops             1            0.37
xor+xnor          1            0.18
simple gates      1            0.06
layer usage:
metal | share of wire | GRT usage
met1 | 0.39 | 0.268
met2 | 0.45 | 0.282
met3 | 0.13 | 0.121
met4 | 0.032 | 0.0500
met5 | 0.0031 | 0.0202
cell usage after synthesis, types with 5 or more instances:
cell,count
ha_1,16
xor2_1,24
xnor2_1,20
nand2_1,31
inv_1,15
nand2b_1,5
nor2b_1,5
a41oi_1,8
o22ai_1,40
mux2i_1,64
a21oi_1,9
o221ai_1,32
and2_1,34
nand3_1,28
xor2_2,5
a31oi_1,8
nor3_1,19
buf_2,16
clkbuf_1,27
a211oi_1,8
buf_6,11
buf_4,5
dfrtp_1,28
dfxtp_1,28
nor2_1,68
mux4_2,96
edfxtp_1,520
o21a_1,7
power groups by stage:
stage / clock, mW / combinational, mW / sequential [mW]
5_1_grt: 2.27 / 2.20 / 2.92
6_report: 2.13 / 2.02 / 2.90
4_1_cts: 2.18 / 2.04 / 2.90
area by class of cell:
| type | count | area, um^2 | share of cell area |
|---|---|---|---|
| Timing Repair Buffer | 53 | 418 | 0.0162 |
| Tap cell | 756 | 946 | 0.0368 |
| Sequential cell | 578 | 16900 | 0.658 |
| Inverter | 16 | 60.1 | 0.00233 |
| Multi-Input combinational cell | 559 | 5420 | 0.210 |
| Clock inverter | 37 | 353 | 0.0137 |
| Clock buffer | 73 | 1600 | 0.0623 |
worst max-delay path by stage:
| stage | endpoint | slack (ns) |
|---|---|---|
| 4_1_cts | fifo_mem_inst.fifo[30][4]$_DFFE_PP_ | 5.70 |
| 5_1_grt | fifo_mem_inst.fifo[30][5]$_DFFE_PP_ | 5.53 |
| 6_report | fifo_mem_inst.fifo[62][1]$_DFFE_PP_ | 5.61 |
Power is estimated from default activity; no workload was simulated.
